File: design/flow/config.mk
export PLATFORM = sky130hd
export DESIGN_NAME = iCache_Controller
export DESIGN_NICKNAME = iCache_Controller
export VERILOG_FILES = /design/flow/design.v
export SDC_FILE = /design/flow/constraint.sdc
export NUM_CORES = 4
export LEC_CHECK = 1
export CORE_UTILIZATION = 40
File: design/flow/constraint.sdc
current_design iCache_Controller

set clk_period 28.1
set clk_io_pct 0.2

create_clock -name clk0 -period $clk_period [get_ports {clk}]

set non_clock_inputs [all_inputs -no_clocks]
set_input_delay [expr $clk_period * $clk_io_pct] -clock clk0 $non_clock_inputs
set_output_delay [expr $clk_period * $clk_io_pct] -clock clk0 [all_outputs]
File: design/flow/design.v
`timescale 1ns / 1ps
module iCache_Controller #(
	parameter OFFSET_WIDTH = 6,
			  OFFSET_SIZE  = 2 ** (6 - 2)
)(
	input  logic                                  clk, reset, mem_addr_ok, mem_data_ok, hit,
	input  logic [OFFSET_WIDTH - 3 : 0]           addr_offset,
	output logic                                  linew_en, 
	output logic [OFFSET_WIDTH - 3 : 0]           addr_block_offset,
	output logic [OFFSET_WIDTH - 3 : 0]           data_block_offset,
	output logic                                  state,
	output logic                                  mem_req,
	input  logic [31:0]                           mem_rdata,
	output logic [OFFSET_SIZE * 32 - 1 : 0]       line_data,
	output logic                                  line_data_ok
);
	logic [31 : 0] load;
	logic zero;	
	always_ff @(posedge clk)
		begin
			if (reset | zero) begin
			     load <= 0; line_data_ok <= 1'b0;
			end
			else if (!mem_data_ok) begin
			     load <= load; line_data_ok <= 1'b0;
			end
			else begin
			     line_data[load * 32 +: 32] <= mem_rdata;
			     if (load < OFFSET_SIZE - 1) line_data_ok <= 1'b0; else line_data_ok <= 1'b1;
			     load <= load + 1;
			end
		end
	always_ff @(posedge clk)
		begin
			if (reset) begin
			    state <= 1'b0;  
			    mem_req <= 1'b0;
			end else begin
				case (state)
					1'b0: if (hit) begin 
							state <= state;  
							mem_req <= 1'b0;
						  end	
						  else begin
						  	state <= 1'b1;  
						  	mem_req <= 1'b1;
						  end
					1'b1: begin
							if (mem_req && mem_addr_ok) mem_req <= 1'b0;
							else mem_req <= mem_req;
							if (load <= OFFSET_SIZE - 1) begin
								state <= state;  
							end
							else begin
								state <= 1'b0;  
							end
						end
				endcase
			end
		end
	always_comb
		case (state)
			2'b0 : begin
						zero <= 1'b1;
						addr_block_offset <= addr_offset;
						data_block_offset <= addr_offset;
						if (hit) linew_en <= 1'b1;
						else linew_en <= 1'b0;
				   end 
			2'b1 : begin
						zero <= 1'b0;
						addr_block_offset <= load[OFFSET_WIDTH - 3 : 0];
						data_block_offset <= load[OFFSET_WIDTH - 3 : 0];
						linew_en <= 1'b1;
				   end
		endcase
endmodule
File: design/flow/run.sh
#!/bin/bash
# OpenROAD 26Q1-2900-gdf79404cd8, Yosys 0.63+post, stock flow scripts
make -C /OpenROAD-flow-scripts/flow DESIGN_CONFIG=/design/flow/config.mk WORK_HOME=/design/flow/orfs finish
==> results_dict.tcl <==
# place-and-route summary
set metrics [dict create \
    vias 15000 \
    worst_path_max_delay_cell "clkdlybuf4s50_1" \
    share_seq_of_total_power 0.515 \
    wl_um 69100 \
    postSynthSeqShare 0.668 \
    internal-power_w 0.00140 \
    core_um2 59200 \
    critical_path.max_fanout 3 \
    vias_per_cell 5.31 \
    drtPass1Iterations 25 \
    insertion_delay_ns 0.63 \
    die_h_um 247 \
    ys_chip_area_um2 24100 \
    worstPathCellList "clkdlybuf4s50_1 > or2_2 > clkdlybuf4s50_1" \
    hold_violations 0 \
    max_freq_mhz 81.0 \
    final.setup.tns_ns 0 \
    worst_slack_ns 15.75 \
    drive_gt1_frac 0.204 \
    async_flop_share 0 \
    timing.final.crit_share 0.439 \
    holdWs_ns 0.495 \
    rsz0062_at_grt "no" \
    cts_resized 0 \
    synth-main-ff-cell "edfxtp_1" \
    area_growth_pct 34.8 \
    grt_antenna_before_repair 1 \
    ys_cells 1459 \
    chipWidth_um 247 \
    vdd_drop_max_mv 0.0474 \
    grt_pass1_vias 14800 \
    rows 89 \
    p_switching_w 0.000378 \
    worst_pin_slew_ns 0.884 \
    cp-start-kind "input pin" \
    synthesis.area_um2 24100 \
    r2r_slack_ns 22.46 \
    critPathKind "input pin to output port" \
    synth_warnings 1 \
    die_area_um2 61200 \
    edf_count 512 \
    synth_area_per_cell_um2 16.5 \
    yosysUniqueCellTypes 53 \
    antenna_left 0 \
    cts_tree "yes" \
    numCtsBuffers 60 \
    rr_endpoint "line_data[282]" \
    p_leak_nw 11.0 \
    post_cts_buffers 0 \
    setup_violations 0 \
    max_stage_delay_ns 0.41 \
    switching_share 0.213 \
    worstPathRequired_ns 22.48 \
    outcome "finished, final reports clean" \
    hold_depth 2 \
    wl_per_cell_um 24.4 \
    maxSlewViolCount 0 \
    hold_class "flop to flop" \
    clock_path_buffers 3 \
    max-slew-margin-rel 0.409 \
    port_buffers 564 \
    dp_hpwl_um 46800 \
    nFillCells 4684 \
    p_clk_frac 0.430 \
    grt_first_pass_wirelength_um 100000 \
    fp_util 0.406 \
    drc_errors 0 \
    hold_buffers 0 \
    place_congestion 0.865 \
    syn_inst 1459 \
    grt_overflow 0 \
    p_total_w 0.00177 \
    layout_top_cell "clkdlybuf4s50_1" \
    ys.flops 547 \
    cp-end-kind "output port" \
    fin_worst_skew_ns 0.0147 \
    maxCapViolations 0 \
    p_per_area_nw_per_um2 54.6 \
    ctsRootBufferMaster "clkbuf_16" \
    r2r_cells 11 \
    grt_use_total 0.241 \
    hp-start "load[31]" \
    final_cell_mix "564 x clkdlybuf4s50_1, 512 x edfxtp_1, 289 x mux2_2" \
    path_clk_slew_ns 0.06 \
    ios 565 \
    htree_levels 2 \
    clock-sinks 547 \
    crit_top_cell "clkdlybuf4s50_1" \
    crit_arrival_ns 6.73 \
    p_comb_frac 0.055 \
    min_to "load[31]" \
    first_iter_violations 725 \
    place_ws_ns 15.75 \
    grt_max_degree 60 \
    tool_warnings 26 \
    timing.rr.start "load[0]" \
    post-route-min-period_ns 12.35 \
]
-- layout make-up --
| type | count | area (µm²) | area share |
|---|---|---|---|
| flip-flops and latches | 547 | 16100 | 0.495 |
| multi-input cells | 792 | 7530 | 0.232 |
| repair buffers | 603 | 5940 | 0.183 |
| clock buffers | 87 | 1750 | 0.0538 |
| well taps | 773 | 967 | 0.0298 |
| clock inverters | 25 | 169 | 0.00521 |
| inverters | 6 | 22.5 | 0.000694 |
| diodes | 1 | 2.50 | 0.0000771 |
-- routing by layer --
layer,GRT usage,up-vias,routed length (µm)
met4,0.0805,0,3030
li1,-,6751,-
met2,0.353,489,32400
met5,0,-,0
met3,0.0805,159,5870
met1,0.365,7636,27800
-- worst max-delay path, delay by kind of cell --
| family | cells | cell delay [ns] |
|---|---|---|
| buf+inv | 2 | 0.80 |
| simple gates | 1 | 0.30 |
-- flip-flops by register name, summed over array words and instances (netlist names) --
name          cells
state             1
line_data       512
load             32
mem_req           1
line_data_ok      1
-- cells in the mapped netlist, drive strengths merged, types with 2 or more instances --
master     n  share of area
a2111oi    3         0.0019
a21boi     2        0.00062
a21oi     12         0.0025
a31oi      4         0.0010
and2       2        0.00052
and3       9         0.0023
buf       25         0.0056
clkbuf    89          0.014
dfxtp     35          0.029
edfxtp   512           0.64
ha         2         0.0010
inv        5        0.00078
mux2     517           0.24
mux2i      3         0.0012
nand2     21         0.0033
nand2b     6         0.0016
nand3     19         0.0039
nand4     23         0.0060
nor2      57         0.0089
nor2b      3        0.00078
nor3      10         0.0021
nor4       6         0.0018
nor4b      5         0.0021
o21a       3        0.00094
o21ai      8         0.0017
o22ai      2        0.00052
o31a       2        0.00073
o31ai      2        0.00062
o32ai      2        0.00073
or2        3        0.00078
or3       10         0.0026
or4        6         0.0019
xnor2     17         0.0062
xor2      21         0.0076
-- power by group through the flow --
stage	clock (W)	combinational (W)	sequential, W
CTS	0.000783	0.0000990	0.000913
global route	0.000815	0.000105	0.000914
finish	0.000763	0.0000971	0.000913
-- how the worst max path moves through the flow --
stage | start | to | slack [ns] | depth (start not counted)
4_1_cts | hit | linew_en | 15.74 | 3
5_1_grt | hit | linew_en | 15.69 | 3
6_report | hit | linew_en | 15.75 | 3
-- stage by stage --
stage	utilization	std cells	area, µm²
2_1_floorplan	-	1459	24100
3_3_place_gp	0.515	2721	30500
3_5_place_dp	0.515	2721	30500
4_1_cts	0.548	2833	32400
5_1_grt	0.548	2834	32400
6_report	0.548	2834	32400
-- logic make-up after synthesis --
family                     share of synthesized area
DFF                                            0.668
adders and majority gates                    0.00104
AOI/OAI and AO/OA                             0.0145
buffers and inverters                         0.0204
muxes                                          0.243
xor gates and xnor gates                      0.0138
and+or+nand+nor                               0.0396
Power is estimated from default activity; no workload was simulated.
