==> flow/design.v <==
`timescale 1ns / 1ps
module dCache_Ram #(
    parameter DATA_WIDTH   = 32,
              OFFSET_SIZE  = 2 ** (5 - 2)
)(
    input  logic                         clk, 
    input  logic [7 - 1 : 0]     addr,
    input  logic [1 : 0]                 bit_pos,
    input  logic [5 - 3 : 0]     offset,
    input  logic [2 : 0]                 size,
    input  logic [DATA_WIDTH - 1 : 0]    din,
    output logic [DATA_WIDTH - 1 : 0]    wdata,
    input  logic                         wen
);
    logic [DATA_WIDTH - 1 : 0] RAM[2 ** 7 - 1 : 0];
    assign wdata = RAM[addr];
    always_ff @(posedge clk)
        if (wen)
            case (size)
                3'b000: RAM[addr][offset * 32 + bit_pos * 8 +: 8] <= din[offset * 32 + bit_pos * 8 +: 8];
                3'b001: RAM[addr][offset * 32 + bit_pos * 8 +: 16] <= din[offset * 32 + bit_pos * 8 +: 16];
                3'b011: RAM[addr][offset * 32 + bit_pos * 8 +: 24] <= din[offset * 32 + bit_pos * 8 +: 24];
                3'b010: RAM[addr][offset * 32 +: 32] <= din[offset * 32 +: 32];
                default : RAM[addr] <= din;
            endcase
endmodule
==> flow/run.sh <==
#!/bin/bash
# OpenROAD 26Q1-2900-gdf79404cd8, Yosys 0.63+post, stock flow scripts
make -C /OpenROAD-flow-scripts/flow DESIGN_CONFIG=/design/flow/config.mk WORK_HOME=/design/flow/orfs finish
==> flow/config.mk <==
export PLATFORM = sky130hd
export DESIGN_NAME = dCache_Ram
export DESIGN_NICKNAME = dCache_Ram
export VERILOG_FILES = /design/flow/design.v
export SDC_FILE = /design/flow/constraint.sdc
export NUM_CORES = 4
export LEC_CHECK = 1
export CORE_UTILIZATION = 50
==> flow/constraint.sdc <==
current_design dCache_Ram

set clk_period 107.9
set clk_io_pct 0.2

create_clock -name clk0 -period $clk_period [get_ports {clk}]

set non_clock_inputs [all_inputs -no_clocks]
set_input_delay [expr $clk_period * $clk_io_pct] -clock clk0 $non_clock_inputs
set_output_delay [expr $clk_period * $clk_io_pct] -clock clk0 [all_outputs]
==> flow_metrics.py <==
# Generated from Yosys and OpenROAD reports
metrics = {
    "setup_path": {
        "crit_start": "addr[2]",
        "worstSetupPathType": "input port to output pin",
        "critPathMostFrequentCell": "buf_4",
        "setup.worst_path.end_class": "output pin",
        "cp_data_required_time_ns": 86.32,
        "crit_arrival_ns": 27.64,
        "cp-start-kind": "input port",
        "cp_slowest_cell": "a221oi_1",
        "critPathMaxStageDelay_ns": 1.06,
        "crit_chain": "buf_8, and2_4, buf_4, buf_4, buf_4, a22oi_1, o221ai_1, o21ai_0, o32a_1, a221oi_1, and3_1, clkdlybuf4s50_1",
        "path_max_fanout": 58,
    },
    "sta": {
        "setup_viol": 0,
        "fin_crit_ns": 49.22,
        "rsz0062_at_grt": "false",
        "fmax_mhz": 20.32,
        "fin_crit_sh": 0.4561,
        "final.setup.tns_ns": 0,
        "worst_slew_pin_slew_ns": 1.432,
        "slew_headroom": 0.03308,
        "slew_violations": 0,
        "final_hold_viol_count": 0,
    },
    "clocking": {
        "h-tree-depth": 5,
        "post_cts_buffers": 0,
        "cts_hold_buf": 0,
        "clk_pin_slew_ns": 0.06,
        "cts_max_path_buffers": 4,
        "cts_buffers": 415,
        "clockRootBuffer": "clkbuf_16",
        "postCtsResizedCells": 0,
        "clock-sinks": 4096,
        "cts_tree": "done",
    },
    "power_and_ir_drop": {
        "leakagePower_nw": 52.24,
        "combinationalPowerShare": 0.062,
        "p_int_mw": 2.635,
        "p_sw_uw": 762.9,
        "power.density_nw_per_um2": 18.46,
        "swShare": 0.2245,
        "irDropWorstVdd_mv": 0.01540,
        "seqPwrFrac": 0.516,
        "clock_power_share": 0.422,
    },
    "floorplan": {
        "core_um2": 320900,
        "ios": 81,
        "die_h_um": 569.9,
        "fp_util": 0.5025,
        "die_width_um": 569.9,
        "dieArea_um2": 324800,
        "fp-row-count": 208,
    },
    "yosys": {
        "area_leaders": "edfxtp_1 (76%), mux4_2 (4.6%), mux2i_1 (2.7%)",
        "avgSynthCellArea_um2": 17.60,
        "enable_flop_cells": 4096,
        "yosys_cells": 9160,
        "yosys_warnings": 1,
        "synth_cell_types": 72,
        "async_reset_ff_frac": 0,
        "ys.flop_type": "edfxtp_1",
        "yosys-stat-area_um2": 161200,
        "synth_flop_count": 4096,
        "netlist_area_um2": 161200,
        "syn_inst": 9160,
        "ys_seq_frac": 0.7628,
        "yosys.area.top_type": "edfxtp_1",
        "netlist.area_leader.share": 0.7628,
    },
    "hold_path": {
        "worstHoldStart": "din[26]",
        "hold_class": "input port to register",
    },
    "final_layout": {
        "drive_above_1_share": 0.2099,
        "mostFrequentLayoutCell": "edfxtp_1",
        "postLayoutCellArea_um2": 184100,
        "layout_top_cells": "edfxtp_1 (4,096), nor2_1 (798), buf_4 (718)",
        "top_regs": "RAM x4096",
        "area_growth_pct": 14.16,
        "largest_reg_flops": 4096,
        "regMostFlops": "RAM",
    },
    "placement": {
        "dp_hpwl_um": 360200,
        "io_buffers": 80,
        "globalplace.congestion": 1.011,
        "placed_area_um2": 170500,
    },
    "global_routing": {
        "met1_usage": 0.4483,
        "use_met2": 0.5138,
        "antenna_found_initial": 46,
        "overflow": 0,
        "met3_usage": 0.3442,
        "grt_pass1_vias": 100834,
        "top_usage_layer": "met2",
        "grt_pass1_wl_um": 783200,
        "grt_max_degree": 113,
        "grtUsageTotal": 0.3964,
    },
    "detailed_routing": {
        "drcViolationCount": 0,
        "wl_per_cell_um": 39.27,
        "drt_iter0_markers": 7699,
        "viasPerCell": 6.614,
        "routed_wl_um": 567200,
        "first_pass_iters": 5,
        "routed-via-count": 95525,
        "final_antenna_net_count": 0,
    },
    "job": {
        "log.warning_count": 34,
        "drv_cap": 0,
    },
    "outcome": {
        "outcome": "complete, no violations",
    },
}
-- per-stage QoR --
stage	hold slack, ns	power (mW)	utilization	worst slack (ns)	instances
2_1_floorplan	22.08	1.891	-	62.73	9160
3_3_place_gp	22.54	1.987	0.5312	59.06	13631
3_5_place_dp	22.53	1.988	0.5312	59.09	13631
4_1_cts	21.51	3.399	0.5732	59.09	14387
5_1_grt	21.56	3.471	0.5733	58.64	14401
6_report	21.54	3.398	0.5736	58.68	14443
-- synthesized netlist by cell type (8+ instances only) --
cell type / instances
edfxtp_1: 4096
nor2_1: 818
a221oi_1: 478
nand2_1: 456
mux2i_1: 431
mux2_2: 353
mux4_2: 330
o21ai_0: 309
a21oi_1: 254
clkbuf_1: 252
a22oi_1: 223
buf_2: 195
o22ai_1: 147
buf_4: 103
o221ai_1: 72
a221o_1: 70
buf_1: 64
a22o_1: 59
nand3_1: 41
buf_6: 38
nor3_1: 34
a211oi_1: 32
o211ai_1: 31
a31oi_1: 29
o2bb2ai_1: 17
a222oi_1: 15
nand4_1: 15
nor2b_1: 13
nand2b_1: 12
a2111oi_0: 11
inv_1: 10
nor4_1: 10
a311oi_1: 9
and3_1: 9
o311ai_0: 9
o32ai_1: 8
-- layout make-up --
type                            count  area, um2
Antenna cell                       55      137.6
Clock buffer                      500      10870
Clock inverter                    256       2586
Fill cell                       23383     136800
Inverter                           15      81.33
Multi-Input combinational cell   4397      35400
Sequential cell                  4096     123000
Tap cell                         4305       5386
Timing Repair Buffer              819       6610
-- power by group through the flow --
stage     clock (mW)  sequential (mW)  combinational [mW]
6_report        1.44             1.75               0.211
5_1_grt         1.50             1.75               0.217
4_1_cts         1.44             1.75               0.203
-- worst max-delay path, delay by kind of cell --
family,cells,cell delay (ns)
compound gates,5,2.01
buf+inv,5,2.82
simple gates,2,1.11
-- kinds of logic after synthesis --
family,Yosys count,synth area share
AND/OR/NAND/NOR,1441,0.03570
multiplexers,1115,0.09759
buffers and inverters,667,0.02121
flip-flops,4096,0.7628
AND-OR/OR-AND,1841,0.08270
-- routing by layer --
| metal | routed length (um) | up-vias |
|---|---|---|
| li1 | - | 38610 |
| met1 | 162300 | 47227 |
| met2 | 244400 | 8093 |
| met3 | 116000 | 1509 |
| met4 | 41580 | 86 |
| met5 | 2920 | - |
-- path summary, 6_finish.rpt --
check / endpoint / slack, ns / depth (start not counted)
setup / recovery: wdata[18] / 58.68 / 12
hold / removal: RAM[40][26]$_DFFE_PP_ / 21.54 / 2
Power figures rest on the tool's default switching activity, not on a simulated workload.
