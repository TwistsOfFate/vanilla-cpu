==> flow/run.sh <==
#!/bin/bash
# OpenROAD 26Q1-2900-gdf79404cd8, Yosys 0.63+post, stock flow scripts
make -C /OpenROAD-flow-scripts/flow DESIGN_CONFIG=/design/flow/config.mk WORK_HOME=/design/flow/orfs finish
==> flow/config.mk <==
export PLATFORM = sky130hd
export DESIGN_NAME = dCache_Controller
export DESIGN_NICKNAME = dCache_Controller
export VERILOG_FILES = /design/flow/design.v
export SDC_FILE = /design/flow/constraint.sdc
export NUM_CORES = 4
export LEC_CHECK = 1
export CORE_UTILIZATION = 50
==> flow/constraint.sdc <==
current_design dCache_Controller

set clk_period 28.5
set clk_io_pct 0.2

create_clock -name clk0 -period $clk_period [get_ports {clk}]

set non_clock_inputs [all_inputs -no_clocks]
set_input_delay [expr $clk_period * $clk_io_pct] -clock clk0 $non_clock_inputs
set_output_delay [expr $clk_period * $clk_io_pct] -clock clk0 [all_outputs]
==> flow/design.v <==
`timescale 1ns / 1ps
module dCache_Controller #(
    parameter OFFSET_WIDTH = 5,
              OFFSET_SIZE  = 2 ** (5 - 2)
)(
    input  logic                                  clk, reset, cpu_req, w_en, hit, dirty,
    input  logic [ 1 : 0]             bit_pos,
    input  logic [OFFSET_WIDTH - 3 : 0]           addr_offset,
    output logic [OFFSET_WIDTH - 3 : 0]           addr_block_offset,
    output logic                      linew_en, new_valid, new_dirty, mw_en,
    output logic [ 1 : 0]             state,
    output logic                      mem_req,
    input  logic                      mem_data_ok,
    input  logic                      mem_addr_ok,
    input  logic [31 : 0]             mem_rdata,
    input  logic [31 : 0]             cpu_rdata,
    output logic [OFFSET_SIZE * 32 - 1 : 0]       line_data,
    output logic                                  line_data_ok,
    input  logic [ 1 : 0]             size,
    output logic [ 2 : 0]             wr_size,
    output logic                      wlast,
    output logic                      awvalid
);
    logic [31 : 0] load;
    logic zero;	
    always_ff @(posedge clk)
        begin
            if (reset | zero) begin
                 load <= 0; line_data_ok <= 1'b0;
            end else begin
                if (!mem_data_ok) begin
                 load <= load; line_data_ok <= 1'b0;
                end else begin
                    if (load < OFFSET_SIZE - 1) line_data_ok <= 1'b0; else line_data_ok <= 1'b1;
                    load <= load + 1;
                end
            end
        end
    always_ff @(posedge clk)
        begin
            if (reset) begin
                state <= 2'b00;
                mem_req <= 1'b0;  
            end else if (cpu_req) begin
                case (state)
                    2'b01 : begin
                                awvalid <= 1'b0;
                                wlast <= 1'b0;
                                if (mem_req && mem_addr_ok) mem_req <= 1'b0;
                                else mem_req <= mem_req;
                                if (load <= OFFSET_SIZE - 1) begin
                                    state <= state;  
                                end else begin
                                    state <= 2'b00;  
                                end
                                line_data[load * 32 +: 32] <= mem_rdata;
                            end
                    2'b10 : begin
                                awvalid <= 1'b0;
                                if (load <= OFFSET_SIZE - 1) begin 
                                    state <= state;  
                                    if (load == OFFSET_SIZE - 2) wlast <= 1'b1; else wlast <= 1'b0;
                                    if (mem_data_ok == 1'b1) begin
                                        if (load < OFFSET_SIZE - 1) mem_req <= 1'b1;
                                        else mem_req <= 1'b0;
                                    end else if (mem_addr_ok == 1'b1) mem_req <= 1'b0;
                                    else mem_req <= mem_req;
                                end else begin
                                    wlast <= 1'b0;
                                    state <= 2'b01;  
                                    mem_req <= 1'b1;
                                end
                            end
                    default : if (hit) begin
                                state <= state;  
                                mem_req <= 1'b0;
                                wlast <= 1'b0;
                                awvalid <= 1'b0;
                                case (size)
                                    2'b00 : line_data[addr_offset * 32 + bit_pos * 8 +: 8] <= cpu_rdata[bit_pos * 8 +: 8];
                                    2'b01 : line_data[addr_offset * 32 + bit_pos * 8 +: 16] <= cpu_rdata[bit_pos * 8 +: 16];
                                    2'b11 : line_data[addr_offset * 32 + bit_pos * 8 +: 24] <= cpu_rdata[bit_pos * 8 +: 24];
                                    default : line_data[addr_offset * 32 +: 32] <= cpu_rdata;
                                endcase
                              end else begin
                                wlast <= 1'b0;
                                mem_req <= 1'b1;
                                if (dirty) begin
                                    state <= 2'b10;  
                                    awvalid <= 1'b1;
                                end else begin
                                    state <= 2'b01;  
                                    awvalid <= 1'b0;
                                end
                              end
                endcase
            end
        end
    always_comb
        case (state)
            2'b01 : begin
                        zero <= 1'b0;
                        addr_block_offset <= load[OFFSET_WIDTH - 3 : 0];
                        mw_en <= 1'b0;
                        {new_valid, new_dirty} <= 2'b10;
                        linew_en <= 1'b1;
                        wr_size <= 3'b111;
                    end
            2'b10 : begin
						if (load > OFFSET_SIZE - 1) zero <= 1'b1;
						else zero <= 1'b0;
						addr_block_offset <= load[OFFSET_WIDTH - 3 : 0];
						mw_en <= 1'b1;
                        {new_valid, new_dirty} <= 2'b00;
                        linew_en <= 1'b0;
                        wr_size <= 3'b111;
                    end
            default : begin
                zero <= 1'b1;
                addr_block_offset <= addr_offset;
                new_valid <= 1'b1;
                if (w_en) new_dirty <= 1'b1;
                else new_dirty <= dirty;
                mw_en <= 1'b0;
                if (hit && w_en) linew_en <= 1'b1;
                else linew_en <= 1'b0;
                wr_size <= {1'b0, size};
            end 
        endcase
endmodule
==> flow_metrics.env <==
# physical design summary
export IMPL_use_met3_pct=54.5
export IMPL_pwr_density_cell_nw_per_um2=50.6
export IMPL_first_global_vias=35700
export IMPL_max_slew_worst_pin_slew_ns=1.30
export IMPL_yosysSeqAreaShare_pct=29.2
export IMPL_ios=351
export IMPL_clock_sinks=294
export IMPL_antenna_found_initial=20
export IMPL_crit_chain="buf_2, buf_4, inv_1, buf_4, nand2_1, clkdlybuf4s50_1"
export IMPL_reg2reg_depth=13
export IMPL_slew_violations=0
export IMPL_die_area_um2=59000
export IMPL_comb_power_share_pct=41.2
export IMPL_startpoint="size[0]"
export IMPL_drt_first_pass_iters=13
export IMPL_cts_made_buffers=36
export IMPL_hold_viol=0
export IMPL_dpl_hpwl_mm=135
export IMPL_fp_coreArea_um2=56800
export IMPL_p_leak_nw=10.9
export IMPL_cp_top_family="buffers and inverters"
export IMPL_slowest_delay_ns=0.47
export IMPL_ys_sh_xor_pct=1.20
export IMPL_setup_tns_ns=0
export IMPL_cp_start_kind="primary input"
export IMPL_cp_max_fo=39
export IMPL_holdBufCountCts=0
export IMPL_slew_headroom_pct=12.5
export IMPL_cts_root_buf="clkbuf_16"
export IMPL_ant_nets=0
export IMPL_cts_max_level=2
export IMPL_busiest_layer="met2"
export IMPL_rows=87
export IMPL_cp_buffers_inverters=5
export IMPL_ys_sh_simple_pct=20.4
export IMPL_hold_path_startpoint="mem_req$_SDFFE_PP0P_"
export IMPL_cts_tree="built"
export IMPL_die_w_um=243
export IMPL_async_reset_ff_share_pct=0
export IMPL_rsz0062_at_grt="false"
export IMPL_numPortBuffers=350
export IMPL_setup_viol=0
export IMPL_via_per_inst=8.63
export IMPL_finClkSkew_ns=0.0332
export IMPL_switching_share_pct=42.7
export IMPL_crit_top_cell="buf_4"
export IMPL_ctsResizeCount=0
export IMPL_place_inst=4511
export IMPL_clk_pin_slew_ns=0.06
export IMPL_ff_type="edfxtp_1"
export IMPL_ys_sh_adder_pct=0.820
export IMPL_p_switching_w=0.000751
export IMPL_crit_type="primary input to output port"
export IMPL_syn_cell_area_um2=29000
export IMPL_aoi_share_pct=38.0
export IMPL_grt_overflow=0
export IMPL_ys_cells=3614
export IMPL_grtUsageTotal_pct=67.8
export IMPL_p_clk_share_pct=27.8
export IMPL_drc_errors=0
export IMPL_gp_congestion=1.26
export IMPL_drv_cap=0
export IMPL_layoutNonFillerInstCount=4621
export IMPL_fp_util_pct=51.0
export IMPL_ir_drop_mv=0.0459
export IMPL_cp_end_kind="output port"
export IMPL_fmax_ghz=0.0755
export IMPL_synth_flops=294
export IMPL_crit_required_ns=22.80
export IMPL_drtIter0Drc=7803
export IMPL_synth_cells=3614
export IMPL_lay_top_count="nand2_1"
export IMPL_synth_chip_area_um2=29000
export IMPL_grtUsageMet1_pct=77.1
export IMPL_fin_crit_ns=13.24
export IMPL_drive_gt1_share_pct=10.4
export IMPL_lay_top_cells="nand2_1, a221oi_1, clkdlybuf4s50_1"
export IMPL_finalCritPeriodShare_pct=46.5
export IMPL_cp_depth=6
export IMPL_seqPwrFrac_pct=31.0
export IMPL_vias=39900
export IMPL_outcome="finished clean"
export IMPL_cts_max_path_buffers=3
export IMPL_synth_distinct_cells=92
export IMPL_use_met2_pct=78.9
export IMPL_grt_pass1_wl_mm=271
export IMPL_area_delta_synth_final_pct=19.8
export IMPL_p_int_w=0.00101
export IMPL_worstPathArrival_ns=7.54
export IMPL_routed_wl_mm=198
export IMPL_hp_class="flop to flop"
export IMPL_wl_per_cell_um=42.9
export IMPL_top_logic_kind="AND-OR/OR-AND gates"
export IMPL_mux_share_pct=4.03
export IMPL_tool_warnings=49
export IMPL_clk_latency_ns=0.61
export IMPL_grt_max_degree=192
export IMPL_r2r_start="load[0]$_SDFFE_PP0P_"
export IMPL_ys_warn_count=1
export IMPL_die_h_um=243
export IMPL_syn_area_per_cell_um2=8.02
export IMPL_hold_path_cell_count=2
export IMPL_critPathSlowestCell="clkdlybuf4s50_1"
export IMPL_cts_setup_buffers=0
export IMPL_edf_count=258
[path summary, 6_finish.rpt]
path                             endpoint  slack [ns]
setup reg to reg  line_data[86]$_DFFE_PP_       23.50
hold / removal       mem_req$_SDFFE_PP0P_        0.50
hold reg to reg      mem_req$_SDFFE_PP0P_        0.50
setup / recovery               wr_size[0]       15.26
[worst reg2reg max path, delay by kind of cell (launching register included)]
kind / cells / cell delay [ns]
and+or+nand+nor: 4 / 1.32
buffers and inverters: 3 / 1.16
DFF: 1 / 0.45
adders and majority gates: 1 / 0.27
AOI/OAI and AO/OA: 4 / 0.84
xor gates and xnor gates: 1 / 0.71
[kinds of logic after synthesis]
kind of cell | count (synthesis)
buffers and inverters | 446
muxes | 113
xor gates and xnor gates | 39
AOI/OAI and AO/OA | 1478
adders and majority gates | 19
and+or+nand+nor | 1225
DFF | 294
[power groups by stage]
| stage | Sequential, W | Combinational (W) | Clock, W |
|---|---|---|---|
| 4_1_cts | 0.000542 | 0.000653 | 0.000480 |
| 6_report | 0.000545 | 0.000724 | 0.000489 |
| 5_1_grt | 0.000546 | 0.000711 | 0.000494 |
[layer usage]
metal	vias to the layer above	part of all wire [%]
met5	-	1.0
met4	44	12
met3	1535	21
met2	4836	35
met1	18400	32
li1	15100	-
[flip-flops by register name, summed over array words and instances, names as in the netlist]
| signal | cells |
|---|---|
| mem_req | 1 |
| line_data | 256 |
| awvalid | 1 |
| state | 2 |
| wlast | 1 |
| load | 32 |
| line_data_ok | 1 |
[per-stage QoR]
step,setup slack [ns],instance area (µm²),hold slack (ns),power (W),utilization [%]
final,15.26,34700,0.499,0.00176,61.2
after global routing,15.29,34700,0.537,0.00175,61.0
after CTS,15.35,34600,0.497,0.00168,61.0
after detailed placement,15.35,33400,0.484,0.00120,58.9
after global placement,15.39,33400,0.458,0.00119,58.9
after floorplan,2.86,29000,0.431,0.000905,-
[synthesized netlist by cell type, drive strengths merged, types with 18 or more instances]
library cell | instances | area share (%)
nand2 | 374 | 4.8
a221oi | 347 | 10
clkbuf | 302 | 3.9
nor2 | 280 | 3.6
o21ai | 259 | 4.5
edfxtp | 258 | 27
a21oi | 181 | 3.1
nand3 | 158 | 2.7
nor3 | 149 | 2.8
buf | 107 | 1.9
mux2i | 91 | 3.1
o22ai | 81 | 1.7
a311o | 73 | 2.5
or3 | 62 | 1.3
o221ai | 60 | 1.8
o32ai | 50 | 1.5
a221o | 47 | 1.6
a31o | 43 | 1.3
o211ai | 43 | 1.1
a31oi | 36 | 0.78
dfxtp | 36 | 2.5
nand4 | 36 | 0.80
a22oi | 35 | 0.91
nor4 | 34 | 1.1
inv | 32 | 0.41
o31ai | 30 | 0.78
a211oi | 26 | 0.72
nor2b | 26 | 0.56
mux2 | 21 | 0.82
nand2b | 21 | 0.45
xor2 | 21 | 0.63
and3 | 20 | 0.43
ha | 19 | 0.82
xnor2 | 18 | 0.57
[area by class of cell]
cell class / instances / area (µm²)
clock inverters: 15 / 159
fillers: 4588 / 22100
well taps: 756 / 946
clock buffers: 50 / 1030
repair buffers: 550 / 5020
inverters: 37 / 139
flip-flops and latches: 294 / 8470
diodes: 45 / 113
multi-input cells: 2874 / 18900
Power figures rest on the tool's default switching activity, not on a simulated workload.
