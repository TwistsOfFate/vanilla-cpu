<file path="config.mk">
export PLATFORM = sky130hd
export DESIGN_NAME = dcache_Info_Ram
export DESIGN_NICKNAME = dcache_Info_Ram
export VERILOG_FILES = /design/flow/design.v
export SDC_FILE = /design/flow/constraint.sdc
export NUM_CORES = 4
export LEC_CHECK = 1
export CORE_UTILIZATION = 40
</file>
<file path="constraint.sdc">
current_design dcache_Info_Ram

set clk_period 30.9
set clk_io_pct 0.2

create_clock -name clk0 -period $clk_period [get_ports {clk}]

set non_clock_inputs [all_inputs -no_clocks]
set_input_delay [expr $clk_period * $clk_io_pct] -clock clk0 $non_clock_inputs
set_output_delay [expr $clk_period * $clk_io_pct] -clock clk0 [all_outputs]
</file>
<file path="design.v">
module dcache_Info_Ram #(
    parameter DATA_WIDTH   = 32,
              ADDR_WIDTH   = 4
)(
    input  logic                         clk, reset, flush,
    input  logic [ADDR_WIDTH - 1 : 0]    addr,
    input  logic                         new_valid,
    input  logic [DATA_WIDTH - 1 : 0]    din,
    output logic                         now_valid,
    output logic [DATA_WIDTH - 1 : 0]    wdata,
    output logic [31 : 0]                now_visit,
    input  logic                         en, wen
);
    logic [DATA_WIDTH - 1 : 0] RAM[2 ** ADDR_WIDTH - 1 : 0];
    logic [2 ** ADDR_WIDTH - 1 : 0] valid;
    logic [31 : 0] visit[2 ** ADDR_WIDTH - 1 : 0];
    assign wdata = RAM[addr];
    assign now_valid = valid[addr];
    assign now_visit = visit[addr];
    always_ff @(posedge clk)
        if (reset) begin
            valid <= '0;
        end else begin
            if (en && wen) valid[addr] <= new_valid;
        end
    always_ff @(posedge clk)
        if (flush) visit[addr] <= 0; 
        else if (en && wen) visit[addr] <= visit[addr] + 1;
    always_ff @(posedge clk)
        if (en && wen) RAM[addr] <= din;
endmodule
module valid_Info_Ram #(
    parameter ADDR_WIDTH   = 4
)(
    input  logic                         clk, reset,
    input  logic [ADDR_WIDTH - 1 : 0]    addr,
    input  logic                         new_valid,
    output logic                         now_valid,
    input  logic                         wen
);
    logic [2 ** ADDR_WIDTH - 1 : 0] valid;
    assign now_valid = valid[addr];
    always_ff @(posedge clk)
        if (reset) valid <= '0;
        else if (wen) valid[addr] <= new_valid;
endmodule
module icache_Info_Ram #(
    parameter DATA_WIDTH   = 32,
              ADDR_WIDTH   = 4
)(
    input  logic                         clk, reset,
    input  logic [ADDR_WIDTH - 1 : 0]    addr,
    input  logic [DATA_WIDTH - 1 : 0]    din,
    output logic [DATA_WIDTH - 1 : 0]    wdata,
    input  logic                         wen
);
    logic [DATA_WIDTH - 1 : 0] RAM[2 ** ADDR_WIDTH - 1 : 0];
    assign wdata = RAM[addr];
    always_ff @(posedge clk)
        if (wen) begin
          RAM[addr] <= din;
        end
endmodule
</file>
<file path="run.sh">
#!/bin/bash
# OpenROAD 26Q1-2900-gdf79404cd8, Yosys 0.63+post, stock flow scripts
make -C /OpenROAD-flow-scripts/flow DESIGN_CONFIG=/design/flow/config.mk WORK_HOME=/design/flow/orfs finish
</file>
==> flow_summary.yaml <==
# flow metrics
status:
  status: "finished, final reports clean"
grt:
  track_usage: 0.203
  grt_pass1_wl_um: 137000
  grt_pass1_vias: 21200
  grt_antenna_before_repair: 10
  use_met2: 0.307
  grt_max_degree: 76
  grt_busiest_layer: "met2"
  globalRouteOverflowTotal: 0
  met1_usage: 0.239
  use_met3: 0.156
cells_and_area:
  area_growth_pct: 15.2
  final_cells: 3370
  drive_gt1_frac: 0.264
  lay_top_cells: "edfxtp_1 (1024), mux4_2 (286), clkbuf_16 (104)"
  nFillCells: 8025
  lay_top_count: "edfxtp_1"
final_timing:
  slew_headroom: 0.270
  setup_viol: 0
  fmax_mhz: 63.2
  clock_skew_ns: 0.0364
  tightest_slew_ns: 1.06
  whs_ns: 0.483
  fin_ws_ns: 15.07
  maxSlewViolCount: 0
  rsz0062_at_grt: "no"
  fin_crit_sh: 0.512
  hold_violations: 0
  post-route-min-period_ns: 15.83
  finalSetupTns_ns: 0
route:
  wl_per_cell_um: 27.4
  wirelength_um: 92200
  dr.pass1.iters: 8
  vias: 19100
  ant_nets: 0
  via_per_inst: 5.66
  drcViolationCount: 0
  initialDrtViolationCount: 1290
clocking:
  clk_pin_slew_ns: 0.06
  cts_resized: 0
  cts_tree: "yes"
  cts_hold_buf: 0
  post_cts_buffers: 0
  cts_buffers: 104
  htreeDepth: 3
  cts_root_buf: "clkbuf_16"
  cts_sinks: 1040
  cts_buffer_depth: 3
  worst_skew_pair.late_latency_ns: 0.69
place:
  io_buffers: 106
  place_inst: 3180
  dp_hpwl_um: 46700
  pre_cts_slack_ns: 14.94
  place_congestion: 0.820
synthesis:
  synth-main-ff-cell: "edfxtp_1"
  mux_area_frac: 0.165
  top_cell_area_share: 0.761
  ys_cells: 1801
  edf_count: 1024
  topCellsByArea: "edfxtp_1 (76%), mux4_2 (16%), a22oi_1 (1.3%)"
  synthCells: 1801
  aoi_share: 0.0205
  syn-cell-area_um2: 40400
  synth_adder_area_share: 0.00186
  yosys_warnings: 1
  ys_sh_xor: 0.00195
  synth_flop_count: 1040
  async_reset_ff_frac: 0
  yosysSeqAreaShare: 0.769
  ys_area_um2: 40400
  syn_area_per_cell_um2: 22.4
  post-synth-top-area-cell: "edfxtp_1"
  simple_gate_area_frac: 0.0276
  synthTopLogicFamily: "multiplexers"
  yosysUniqueCellTypes: 53
run:
  maxCapViolations: 0
  warning_count: 30
pwr:
  leakagePower_nw: 14.5
  power_frac_comb: 0.056
  pwr-share-clk: 0.407
  p_sw_w: 0.000613
  peakVddDrop_mv: 0.0408
  power_w: 0.00292
  internal_power_w: 0.00231
  p_sw_frac: 0.210
  powerDensity_nw_per_um2: 62.7
  seqPwrFrac: 0.537
floorplan:
  fp_util: 0.404
  coreArea_um2: 100000
  rows: 116
  die_area_um2: 102000
  die_w_um: 320
  die-height_um: 320
  ios: 107
worst_setup_path:
  cp_slowest_cell: "buf_4"
  crit_path_end_kind: "output port"
  cp_top_family: "buffers and inverters"
  worstSetupPathType: "in2out"
  path_cells: "buf_8 -> buf_4 -> buf_4 -> mux4_2 -> mux4_2 -> clkdlybuf4s50_1"
  crit_path_start_kind: "input pin"
  cp_max_fo: 51
  arrival_ns: 9.65
  worstPathRequired_ns: 24.72
  path_buffers: 4
  max_stage_delay_ns: 0.70
  r2r_slack_ns: 27.08
hold_path:
  hp-class: "reg2reg"
[cell usage after synthesis (12+ instances only)]
library cell,number
a21oi_1,19
clkbuf_1,37
edfxtp_1,1024
nand4_1,12
a22oi_1,68
nand3_1,14
dfxtp_1,16
buf_1,12
buf_2,27
nand2_1,73
mux4_2,286
nor2_1,65
[flip-flops by register name, indices dropped and copies added, names as in the netlist]
register  cells
RAM         512
valid        16
visit       512
[worst register-to-register path, delay by kind of cell (launching register included)]
family	cells	cell delay, ns
AOI/OAI and AO/OA	3	1.53
DFF	1	0.32
and+or+nand+nor	4	1.59
[layer usage]
layer / wire length, um / up-vias
met5: 72 / -
met4: 1790 / 12
met3: 15900 / 174
met2: 45400 / 1296
met1: 29100 / 9500
li1: - / 8081
[final timing paths]
| path | start | end | cells past startpoint |
|---|---|---|---|
| worst max-delay path | addr[0] | wdata[3] | 6 |
| worst min register to register | valid[14]$_SDFFE_PP0P_ | valid[14]$_SDFFE_PP0P_ | 2 |
| worst max register to register | visit[5][2]$_DFFE_PP_ | visit[1][17]$_DFFE_PP_ | 7 |
| worst min-delay path | valid[14]$_SDFFE_PP0P_ | valid[14]$_SDFFE_PP0P_ | 2 |
[metrics by stage]
stage | instance area, um2 | utilization
after CTS | 46600 | 0.465
after detailed placement | 43400 | 0.433
after floorplan | 40400 | -
after global placement | 43400 | 0.433
final | 46600 | 0.465
after global routing | 46600 | 0.465
[power groups by stage]
stage         sequential, W  clock (W)  combinational, W
finish              0.00157    0.00119          0.000164
global route        0.00157    0.00127          0.000178
CTS                 0.00157    0.00122          0.000167
[cells by family after synthesis]
group           after synthesis
flops                      1040
mux                         301
compound gates              114
buf+inv                     100
fa+ha+maj                     6
xor+xnor                      9
simple gates                231
[final cells by class]
| cell class | instances | area [um2] | area share |
|---|---|---|---|
| timing repair buffer | 175 | 1580 | 0.0340 |
| inverter | 6 | 27.5 | 0.000591 |
| multi-input combinational | 661 | 9050 | 0.194 |
| clock inverter | 64 | 549 | 0.0118 |
| clock buffer | 124 | 2680 | 0.0575 |
| antenna | 2 | 5.00 | 0.000107 |
| tap | 1298 | 1620 | 0.0349 |
| sequential | 1040 | 31100 | 0.667 |
No activity file was given, so power comes from the tool's default toggle rates.
