==> ./design.v <==
`timescale 1ns / 1ps
module iCache_Ram #(
	parameter DATA_WIDTH   = 32,
			  OFFSET_SIZE  = 2 ** (6 - 2)
)(
	input  logic clk,
	input  logic [6 - 1 : 0]   addr,
	input  logic [DATA_WIDTH - 1 : 0]  din,
	output logic [DATA_WIDTH - 1 : 0]  wdata,
	input  logic wen
);
	logic [OFFSET_SIZE * 32 - 1 : 0] RAM[2 ** 6 - 1 : 0];
	assign wdata = RAM[addr];
    always_ff @(posedge clk)
        if (wen) RAM[addr] <= din;
endmodule
==> ./run.sh <==
#!/bin/bash
# OpenROAD 26Q1-2900-gdf79404cd8, Yosys 0.63+post, stock flow scripts
make -C /OpenROAD-flow-scripts/flow DESIGN_CONFIG=/design/flow/config.mk WORK_HOME=/design/flow/orfs finish
==> ./config.mk <==
export PLATFORM = sky130hd
export DESIGN_NAME = iCache_Ram
export DESIGN_NICKNAME = iCache_Ram
export VERILOG_FILES = /design/flow/design.v
export SDC_FILE = /design/flow/constraint.sdc
export NUM_CORES = 4
export LEC_CHECK = 1
export CORE_UTILIZATION = 50
export SYNTH_MEMORY_MAX_BITS = 65536
==> ./constraint.sdc <==
current_design iCache_Ram

set clk_period 53.6
set clk_io_pct 0.2

create_clock -name clk0 -period $clk_period [get_ports {clk}]

set non_clock_inputs [all_inputs -no_clocks]
set_input_delay [expr $clk_period * $clk_io_pct] -clock clk0 $non_clock_inputs
set_output_delay [expr $clk_period * $clk_io_pct] -clock clk0 [all_outputs]
==> impl_metrics.ini <==
; implementation run metrics
[synthesis]
synthArstFlopShare = 0
synth.area.top_cells = edfxtp_1, mux4_2, mux2i_1, a22oi_1, a221oi_2
post_synth.cell_area_avg_um2 = 19.0
ys_types = 62
synth-main-ff-cell = edfxtp_1
ys_seq_elements = 2048
synth_warnings = 1
synth_area_um2 = 78600
syn_inst = 4126
edf_count = 2048
ys_cells = 4126
synth_top_cell_by_area = edfxtp_1
top_area_frac = 0.783
synth_seq_share = 0.783
yosys_area_um2 = 78600

[worst_setup_path]
crit_required_ps = 42880
critical_path.max_stage_delay_ps = 810
criticalPathCategory = primary input to primary output
slowest_stage = a2111oi_0
arrival_ps = 16120
path_cells = buf_8, buf_4, buf_4, buf_4, buf_4, mux4_2, nand2_1, a31oi_1, a2111oi_0, buf_4, nand4_1, clkdlybuf4s50_1
cpMostUsedCell = buf_4
crit_path_end_kind = primary output
worstPathMaxFanout = 49
worstSetupStartpointType = primary input

[layout]
area_delta_synth_final_pct = 12.8
top_regs = RAM x2048
largest_reg_flops = 2048
drive_gt1_frac = 0.197
top_register = RAM
final_cell_area_um2 = 88600

[routing]
post_drt_via_cell_ratio = 6.34
route.detailed.drc = 0
drt_iter0_drc = 2959
vias = 41400
post_drt_wl_per_cell_um = 31.9
totalWireLength_um = 208000
ant_nets = 0
drt_first_pass_iters = 8

[sta]
final-hold-violation-count = 0
fmax_ghz = 0.0373
slew_viol_final = 0
setup_viol = 0
min_period_ps = 26840
period_used_share = 0.501
relSlewSlack = 0.207
rsz0062_at_grt = false
setup_ws_ps = 26760
fin_tns_setup_ps = 0
worst_pin_slew_ps = 1190

[clock_tree]
ctsHoldBuffers = 0
cts_buffers = 202
cts-htree-levels = 4
post_cts_buffers = 0
cts_buffer_depth = 3
cts_tree = done
cts_resized = 0
clock_sinks = 2048
root_buffer = clkbuf_16
path_clk_slew_ps = 60

[pwr]
p_leak_nw = 28.1
pwr_density_cell_nw_per_um2 = 37.6
worst_ir_drop_vdd_uv = 30.0
total_power_w = 0.00333

[run]
tool_warnings = 28
cap_violations = 0

[floorplan]
chipArea_um2 = 159000
die_width_um = 398
rows = 145
coreArea_um2 = 156000
fp_util = 0.504
die-height_um = 398
pin_count = 72

[global_route]
use_met1 = 0.419
grt_use_met2 = 0.421
grt_first_pass_wirelength_um = 301000
grt_antenna_before_repair = 6
use_met3 = 0.195
grt-busiest-layer = met2
overflow = 0
grt_usage = 0.299
grt_pass1_vias = 43300
grt_start_max_net_pins = 108

[placed_design]
port_buffers = 71
place_area_um2 = 82200
hpwl_um = 117000
pre_cts_ws_ps = 26740
gp_congestion = 0.887

[worst_hold_path]
min_from = din[20]
hold_path_class = primary input to register
holdPathEnd = RAM[24][20]
worstHoldPathCells = 1

[run_status]
status = finished clean
[worst max-delay path, delay by kind of cell]
| family | cells | cell delay (ps) |
|---|---|---|
| buffers and inverters | 7 | 3640 |
| AOI/OAI and AO/OA | 2 | 970 |
| and+or+nand+nor | 2 | 260 |
| muxes | 1 | 360 |
[cell usage in the layout (no fill, tap or decap), drive strengths merged, types with 4 or more instances in the layout]
cell	count
clkinv	91
clkdlybuf4s50	36
or4	16
inv	8
a211oi	17
a22oi	178
clkinvlp	4
nor2	107
nand2b	5
o2bb2ai	13
a222oi	84
nor3	7
and2	6
nand3	12
diode	4
nand2	117
a2bb2oi	13
o221ai	21
a221oi	166
a31oi	44
a21o	14
clkbuf	252
nor2b	9
buf	229
nand4	15
edfxtp	2048
o22ai	136
mux2i	216
a22o	60
a21oi	129
mux2	144
mux4	105
bufinv	18
o21ai	113
a2111oi	13
[where the power goes]
| group | switching, W | internal, W | leakage (nW) |
|---|---|---|---|
| clock network | 0.000582 | 0.000793 | 3.14 |
| registers | 0.00000233 | 0.00177 | 18.4 |
| logic | 0.000121 | 0.0000572 | 6.57 |
| total | 0.000705 | 0.00262 | 28.1 |
[worst max path at each step]
stage         slack [ps]     from        end
finish             26760  addr[2]  wdata[25]
global route       26590  addr[2]  wdata[25]
CTS                26680  addr[2]  wdata[25]
[logic make-up (layout without fill, tap and decap cells)]
kind of cell / count (synthesis) / after routing / synth area share
muxes: 465 / 465 / 0.0801
buffers and inverters: 297 / 638 / 0.0205
and+or+nand+nor: 303 / 303 / 0.0173
other: 0 / 4 / 0
DFF: 2048 / 2048 / 0.783
AOI/OAI and AO/OA: 1013 / 1013 / 0.0994
[cell type report]
type	count	area, um^2
Clock inverter	118	1050
Clock buffer	252	5370
Inverter	3	18.8
Antenna cell	4	10.0
Tap cell	2058	2570
Sequential cell	2048	61500
Timing Repair Buffer	265	2060
Multi-Input combinational cell	1781	16000
Fill cell	11500	67400
[cell usage after synthesis, types with 17 or more instances]
library cell	n
a221oi_2	69
mux2_4	38
edfxtp_1	2048
o21ai_1	18
nand2_1	116
a222oi_1	84
buf_2	92
a211oi_1	17
a31oi_1	44
o22ai_1	136
buf_6	40
mux2i_1	216
mux2_2	69
a221oi_1	97
a22oi_1	174
clkbuf_1	113
a22o_1	60
o21ai_0	95
o221ai_1	21
buf_4	19
mux4_2	105
mux2_1	37
buf_1	29
nor2_1	105
a21oi_1	129
[metal layers]
metal / share of wire / vias to the layer above
met3: 0.15 / 377
met5: 0.00020 / -
li1: - / 17800
met4: 0.038 / 8
met1: 0.35 / 20800
met2: 0.47 / 2474
[stage by stage]
step	util	std cells	hold WS, ps
6_report	0.568	6529	10340
5_1_grt	0.568	6529	10330
4_1_cts	0.568	6525	10300
2_1_floorplan	-	4126	10820
3_3_place_gp	0.527	6155	11170
3_5_place_dp	0.527	6155	11170
Power is estimated from default activity; no workload was simulated.
